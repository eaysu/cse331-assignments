[constraint.sdc]
current_design alu32

set clk_period 24.1
set clk_io_pct 0.2

create_clock -name clk0 -period $clk_period

set non_clock_inputs [all_inputs -no_clocks]
set_input_delay [expr $clk_period * $clk_io_pct] -clock clk0 $non_clock_inputs
set_output_delay [expr $clk_period * $clk_io_pct] -clock clk0 [all_outputs]
[design.v]
module adder32(sum, c_out, a, b, c_in);
input [31:0] a, b;				
input c_in;
output c_out;
output [31:0] sum;
wire [30:0] w;
	fullAdder fa0(sum[0], w[0], a[0], b[0], c_in);
	fullAdder fa1(sum[1], w[1], a[1], b[1], w[0]);
	fullAdder fa2(sum[2], w[2], a[2], b[2], w[1]);
	fullAdder fa3(sum[3], w[3], a[3], b[3], w[2]);
	fullAdder fa4(sum[4], w[4], a[4], b[4], w[3]);
	fullAdder fa5(sum[5], w[5], a[5], b[5], w[4]);
	fullAdder fa6(sum[6], w[6], a[6], b[6], w[5]);
	fullAdder fa7(sum[7], w[7], a[7], b[7], w[6]);
	fullAdder fa8(sum[8], w[8], a[8], b[8], w[7]);
	fullAdder fa9(sum[9], w[9], a[9], b[9], w[8]);
	fullAdder fa10(sum[10], w[10], a[10], b[10], w[9]);
	fullAdder fa11(sum[11], w[11], a[11], b[11], w[10]);
	fullAdder fa12(sum[12], w[12], a[12], b[12], w[11]);
	fullAdder fa13(sum[13], w[13], a[13], b[13], w[12]);
	fullAdder fa14(sum[14], w[14], a[14], b[14], w[13]);
	fullAdder fa15(sum[15], w[15], a[15], b[15], w[14]);
	fullAdder fa16(sum[16], w[16], a[16], b[16], w[15]);
	fullAdder fa17(sum[17], w[17], a[17], b[17], w[16]);
	fullAdder fa18(sum[18], w[18], a[18], b[18], w[17]);
	fullAdder fa19(sum[19], w[19], a[19], b[19], w[18]);
	fullAdder fa20(sum[20], w[20], a[20], b[20], w[19]);
	fullAdder fa21(sum[21], w[21], a[21], b[21], w[20]);
	fullAdder fa22(sum[22], w[22], a[22], b[22], w[21]);
	fullAdder fa23(sum[23], w[23], a[23], b[23], w[22]);
	fullAdder fa24(sum[24], w[24], a[24], b[24], w[23]);
	fullAdder fa25(sum[25], w[25], a[25], b[25], w[24]);
	fullAdder fa26(sum[26], w[26], a[26], b[26], w[25]);
	fullAdder fa27(sum[27], w[27], a[27], b[27], w[26]);
	fullAdder fa28(sum[28], w[28], a[28], b[28], w[27]);
	fullAdder fa29(sum[29], w[29], a[29], b[29], w[28]);
	fullAdder fa30(sum[30], w[30], a[30], b[30], w[29]);
	fullAdder fa31(sum[31], c_out, a[31], b[31], w[30]);
endmodule
module alu32(result, a, b, aluop);
input [31:0] a, b;
input [2:0] aluop;
output [31:0] result;
wire [31:0] w1, w2, w3, w4, w5, w6, w7, w8;
wire cout;
	adder32 op1(w1, cout, a, b, 1'b0);
	subs32 op2(w2, a, b);
	xor32 op4(w4, a, b);
	and32 op5(w5, a, b);
	or32 op6(w6, a, b);
	slt32 op7(w7, a, b);
	nor32 op8(w8, a, b);
	mux8_1 mux0(result[0], w1[0], w2[0], w3[0], w4[0], w5[0], w6[0], w7[0], w8[0], aluop);
	mux8_1 mux1(result[1], w1[1], w2[1], w3[1], w4[1], w5[1], w6[1], w7[1], w8[1], aluop);
	mux8_1 mux2(result[2], w1[2], w2[2], w3[2], w4[2], w5[2], w6[2], w7[2], w8[2], aluop);
	mux8_1 mux3(result[3], w1[3], w2[3], w3[3], w4[3], w5[3], w6[3], w7[3], w8[3], aluop);
	mux8_1 mux4(result[4], w1[4], w2[4], w3[4], w4[4], w5[4], w6[4], w7[4], w8[4], aluop);
	mux8_1 mux5(result[5], w1[5], w2[5], w3[5], w4[5], w5[5], w6[5], w7[5], w8[5], aluop);
	mux8_1 mux6(result[6], w1[6], w2[6], w3[6], w4[6], w5[6], w6[6], w7[6], w8[6], aluop);
	mux8_1 mux7(result[7], w1[7], w2[7], w3[7], w4[7], w5[7], w6[7], w7[7], w8[7], aluop);
	mux8_1 mux8(result[8], w1[8], w2[8], w3[8], w4[8], w5[8], w6[8], w7[8], w8[8], aluop);
	mux8_1 mux9(result[9], w1[9], w2[9], w3[9], w4[9], w5[9], w6[9], w7[9], w8[9], aluop);
	mux8_1 mux10(result[10], w1[10], w2[10], w3[10], w4[10], w5[10], w6[10], w7[10], w8[10], aluop);
	mux8_1 mux11(result[11], w1[11], w2[11], w3[11], w4[11], w5[11], w6[11], w7[11], w8[11], aluop);
	mux8_1 mux12(result[12], w1[12], w2[12], w3[12], w4[12], w5[12], w6[12], w7[12], w8[12], aluop);
	mux8_1 mux13(result[13], w1[13], w2[13], w3[13], w4[13], w5[13], w6[13], w7[13], w8[13], aluop);
	mux8_1 mux14(result[14], w1[14], w2[14], w3[14], w4[14], w5[14], w6[14], w7[14], w8[14], aluop);
	mux8_1 mux15(result[15], w1[15], w2[15], w3[15], w4[15], w5[15], w6[15], w7[15], w8[15], aluop);
	mux8_1 mux16(result[16], w1[16], w2[16], w3[16], w4[16], w5[16], w6[16], w7[16], w8[16], aluop);
	mux8_1 mux17(result[17], w1[17], w2[17], w3[17], w4[17], w5[17], w6[17], w7[17], w8[17], aluop);
	mux8_1 mux18(result[18], w1[18], w2[18], w3[18], w4[18], w5[18], w6[18], w7[18], w8[18], aluop);
	mux8_1 mux19(result[19], w1[19], w2[19], w3[19], w4[19], w5[19], w6[19], w7[19], w8[19], aluop);
	mux8_1 mux20(result[20], w1[20], w2[20], w3[20], w4[20], w5[20], w6[20], w7[20], w8[20], aluop);
	mux8_1 mux21(result[21], w1[21], w2[21], w3[21], w4[21], w5[21], w6[21], w7[21], w8[21], aluop);
	mux8_1 mux22(result[22], w1[22], w2[22], w3[22], w4[22], w5[22], w6[22], w7[22], w8[22], aluop);
	mux8_1 mux23(result[23], w1[23], w2[23], w3[23], w4[23], w5[23], w6[23], w7[23], w8[23], aluop);
	mux8_1 mux24(result[24], w1[24], w2[24], w3[24], w4[24], w5[24], w6[24], w7[24], w8[24], aluop);
	mux8_1 mux25(result[25], w1[25], w2[25], w3[25], w4[25], w5[25], w6[25], w7[25], w8[25], aluop);
	mux8_1 mux26(result[26], w1[26], w2[26], w3[26], w4[26], w5[26], w6[26], w7[26], w8[26], aluop);
	mux8_1 mux27(result[27], w1[27], w2[27], w3[27], w4[27], w5[27], w6[27], w7[27], w8[27], aluop);
	mux8_1 mux28(result[28], w1[28], w2[28], w3[28], w4[28], w5[28], w6[28], w7[28], w8[28], aluop);
	mux8_1 mux29(result[29], w1[29], w2[29], w3[29], w4[29], w5[29], w6[29], w7[29], w8[29], aluop);
	mux8_1 mux30(result[30], w1[30], w2[30], w3[30], w4[30], w5[30], w6[30], w7[30], w8[30], aluop);
	mux8_1 mux31(result[31], w1[31], w2[31], w3[31], w4[31], w5[31], w6[31], w7[31], w8[31], aluop);
endmodule
module and32(out, a, b);
input [31:0] a, b;
output [31:0] out;
	and(out[0], a[0], b[0]);
	and(out[1], a[1], b[1]);
	and(out[2], a[2], b[2]);
	and(out[3], a[3], b[3]);
	and(out[4], a[4], b[4]);
	and(out[5], a[5], b[5]);
	and(out[6], a[6], b[6]);
	and(out[7], a[7], b[7]);
	and(out[8], a[8], b[8]);
	and(out[9], a[9], b[9]);
	and(out[10], a[10], b[10]);
	and(out[11], a[11], b[11]);
	and(out[12], a[12], b[12]);
	and(out[13], a[13], b[13]);
	and(out[14], a[14], b[14]);
	and(out[15], a[15], b[15]);
	and(out[16], a[16], b[16]);
	and(out[17], a[17], b[17]);
	and(out[18], a[18], b[18]);
	and(out[19], a[19], b[19]);
	and(out[20], a[20], b[20]);
	and(out[21], a[21], b[21]);
	and(out[22], a[22], b[22]);
	and(out[23], a[23], b[23]);
	and(out[24], a[24], b[24]);
	and(out[25], a[25], b[25]);
	and(out[26], a[26], b[26]);
	and(out[27], a[27], b[27]);
	and(out[28], a[28], b[28]);
	and(out[29], a[29], b[29]);
	and(out[30], a[30], b[30]);
	and(out[31], a[31], b[31]);
endmodule
module fullAdder(sum, c_out, a, b, c_in);
input a, b, c_in;
output sum, c_out;
wire [2:0] w;
	xor(w[0], a, b);
	xor(sum, w[0], c_in);
	and(w[1], w[0], c_in);
	and(w[2], a, b);
	or(c_out, w[1], w[2]);
endmodule
module mux8_1(out, a, b, c, d, e, f, g, h, s);
input a, b, c, d, e, f, g, h;
input [2:0] s;
output out;
wire w1, w2, w3, w4, w5, w6, w7, w8;
wire [2:0] s_not;
	not(s_not[0], s[0]);
	not(s_not[1], s[1]);
	not(s_not[2], s[2]);
	and(w1, a, s_not[0], s_not[1], s_not[2]);
	and(w2, b, s[0], s_not[1], s_not[2]);
	and(w3, c, s_not[0], s[1], s_not[2]);
	and(w4, d, s[0], s[1], s_not[2]);
	and(w5, e, s_not[0], s_not[1], s[2]); 
	and(w6, f, s[0], s_not[1], s[2]);
	and(w7, g, s_not[0], s[1], s[2]);
	and(w8, h, s[0], s[1], s[2]);
	or(out, w1, w2, w3, w4, w5, w6, w7, w8);
endmodule
module nor32(out, a, b);
input [31:0] a, b;
output [31:0] out;
	nor(out[0], a[0], b[0]);
	nor(out[1], a[1], b[1]);
	nor(out[2], a[2], b[2]);
	nor(out[3], a[3], b[3]);
	nor(out[4], a[4], b[4]);
	nor(out[5], a[5], b[5]);
	nor(out[6], a[6], b[6]);
	nor(out[7], a[7], b[7]);
	nor(out[8], a[8], b[8]);
	nor(out[9], a[9], b[9]);
	nor(out[10], a[10], b[10]);
	nor(out[11], a[11], b[11]);
	nor(out[12], a[12], b[12]);
	nor(out[13], a[13], b[13]);
	nor(out[14], a[14], b[14]);
	nor(out[15], a[15], b[15]);
	nor(out[16], a[16], b[16]);
	nor(out[17], a[17], b[17]);
	nor(out[18], a[18], b[18]);
	nor(out[19], a[19], b[19]);
	nor(out[20], a[20], b[20]);
	nor(out[21], a[21], b[21]);
	nor(out[22], a[22], b[22]);
	nor(out[23], a[23], b[23]);
	nor(out[24], a[24], b[24]);
	nor(out[25], a[25], b[25]);
	nor(out[26], a[26], b[26]);
	nor(out[27], a[27], b[27]);
	nor(out[28], a[28], b[28]);
	nor(out[29], a[29], b[29]);
	nor(out[30], a[30], b[30]);
	nor(out[31], a[31], b[31]);
endmodule
module not32(out, a);
input [31:0] a;
output [31:0] out;
	not(out[0], a[0]);
	not(out[1], a[1]);
	not(out[2], a[2]);
	not(out[3], a[3]);
	not(out[4], a[4]);
	not(out[5], a[5]);
	not(out[6], a[6]);
	not(out[7], a[7]);
	not(out[8], a[8]);
	not(out[9], a[9]);
	not(out[10], a[10]);
	not(out[11], a[11]);
	not(out[12], a[12]);
	not(out[13], a[13]);
	not(out[14], a[14]);
	not(out[15], a[15]);
	not(out[16], a[16]);
	not(out[17], a[17]);
	not(out[18], a[18]);
	not(out[19], a[19]);
	not(out[20], a[20]);
	not(out[21], a[21]);
	not(out[22], a[22]);
	not(out[23], a[23]);
	not(out[24], a[24]);
	not(out[25], a[25]);
	not(out[26], a[26]);
	not(out[27], a[27]);
	not(out[28], a[28]);
	not(out[29], a[29]);
	not(out[30], a[30]);
	not(out[31], a[31]);
endmodule
module or32(out, a, b);
input [31:0] a, b;
output [31:0] out;
	or(out[0], a[0], b[0]);
	or(out[1], a[1], b[1]);
	or(out[2], a[2], b[2]);
	or(out[3], a[3], b[3]);
	or(out[4], a[4], b[4]);
	or(out[5], a[5], b[5]);
	or(out[6], a[6], b[6]);
	or(out[7], a[7], b[7]);
	or(out[8], a[8], b[8]);
	or(out[9], a[9], b[9]);
	or(out[10], a[10], b[10]);
	or(out[11], a[11], b[11]);
	or(out[12], a[12], b[12]);
	or(out[13], a[13], b[13]);
	or(out[14], a[14], b[14]);
	or(out[15], a[15], b[15]);
	or(out[16], a[16], b[16]);
	or(out[17], a[17], b[17]);
	or(out[18], a[18], b[18]);
	or(out[19], a[19], b[19]);
	or(out[20], a[20], b[20]);
	or(out[21], a[21], b[21]);
	or(out[22], a[22], b[22]);
	or(out[23], a[23], b[23]);
	or(out[24], a[24], b[24]);
	or(out[25], a[25], b[25]);
	or(out[26], a[26], b[26]);
	or(out[27], a[27], b[27]);
	or(out[28], a[28], b[28]);
	or(out[29], a[29], b[29]);
	or(out[30], a[30], b[30]);
	or(out[31], a[31], b[31]);
endmodule
module slt32(out, a, b);
input [31:0] a, b; 
output [31:0] out;
wire [31:0] w;
	subs32 s(w, a, b);
	and(out, w[31], 1'b1);
endmodule
module subs32(out, a, b);				
input [31:0] a, b;
output [31:0] out;
wire [31:0] w1, w2;
wire c_out1, c_out2;
	not32 n(w1, b);
	adder32 a1(w2, c_out1, w1, 32'b1, 1'b0);
	adder32 a2(out, c_out2, w2, a, 1'b0);
endmodule
module xor32(out, a, b);
input [31:0] a, b;
output [31:0] out;
	xor(out[0], a[0], b[0]);
	xor(out[1], a[1], b[1]);
	xor(out[2], a[2], b[2]);
	xor(out[3], a[3], b[3]);
	xor(out[4], a[4], b[4]);
	xor(out[5], a[5], b[5]);
	xor(out[6], a[6], b[6]);
	xor(out[7], a[7], b[7]);
	xor(out[8], a[8], b[8]);
	xor(out[9], a[9], b[9]);
	xor(out[10], a[10], b[10]);
	xor(out[11], a[11], b[11]);
	xor(out[12], a[12], b[12]);
	xor(out[13], a[13], b[13]);
	xor(out[14], a[14], b[14]);
	xor(out[15], a[15], b[15]);
	xor(out[16], a[16], b[16]);
	xor(out[17], a[17], b[17]);
	xor(out[18], a[18], b[18]);
	xor(out[19], a[19], b[19]);
	xor(out[20], a[20], b[20]);
	xor(out[21], a[21], b[21]);
	xor(out[22], a[22], b[22]);
	xor(out[23], a[23], b[23]);
	xor(out[24], a[24], b[24]);
	xor(out[25], a[25], b[25]);
	xor(out[26], a[26], b[26]);
	xor(out[27], a[27], b[27]);
	xor(out[28], a[28], b[28]);
	xor(out[29], a[29], b[29]);
	xor(out[30], a[30], b[30]);
	xor(out[31], a[31], b[31]);
endmodule
[run.sh]
#!/bin/bash
# OpenROAD 26Q1-2900-gdf79404cd8, Yosys 0.63+post, stock flow scripts
make -C /OpenROAD-flow-scripts/flow DESIGN_CONFIG=/design/flow/config.mk WORK_HOME=/design/flow/orfs finish
[config.mk]
export PLATFORM = sky130hd
export DESIGN_NAME = alu32
export DESIGN_NICKNAME = alu32
export VERILOG_FILES = /design/flow/design.v
export SDC_FILE = /design/flow/constraint.sdc
export NUM_CORES = 4
export LEC_CHECK = 1
export CORE_UTILIZATION = 40
==> impl_metrics.yaml <==
# yosys + openroad results
drt:
  drt_iter0_markers: 123
  vias: 3468
  n_antenna_cell: 0
  drc_errors: 0
  wl_um: 9980
  via_per_inst: 4.91
  ant_nets: 0
  avgRoutedWirePerCell_um: 14.1
  dr.pass1.iters: 5
global_routing:
  grt_pass1_vias: 3515
  grt_pass1_wl_um: 16800
  track_usage_pct: 18.3
  antenna_found_initial: 0
  grt_overflow: 0
  grt_max_degree: 50
floorplanning:
  fp.dieH_um: 110
  dieWidth_um: 110
  die-area_mm2: 0.0121
  core_area_mm2: 0.0114
  row_count: 39
  io_pins: 99
  initCoreUtil_pct: 40.9
final_timing:
  setup_viol: 0
  drv_slew: 0
  min_period_over_period_pct: 97.5
  max_freq_mhz: 42.6
  slew_headroom_pct: 55.2
  worst_slew_pin_slew_ns: 0.671
  hold_viol: 0
  min_period_ns: 23.50
  rsz0062_at_grt: "false"
  setup_tns_ns: 0
  fin_hold_ws_ns: 10.53
final_layout:
  nClkBuffers: 0
  flop-count: 0
  instances_no_fill: 706
  comb_area_mm2: 0.00394
  lay_top_count: "clkdlybuf4s50_1"
  regArea_um2: 0
  lay_top_cells: "97 x clkdlybuf4s50_1, 94 x ha_1, 82 x inv_1"
  fill_cells: 1087
  drive_gt1_share_pct: 9.59
  syn_to_final_growth_pct: 16.8
worst_setup_path:
  arrival_ns: 18.68
  worst_path_most_repeated_cell: "fa_1"
  path_max_fanout: 2
  endpoint_kind: "output pin"
  slowest_delay_ns: 0.50
  crit_path_start_kind: "input pin"
  crit_required_ns: 19.28
  crit_type: "input pin to output pin"
  critPathSlowestCell: "clkdlybuf4s50_1"
synth:
  yosys_warnings: 32
  synthCells: 520
  syn_area_per_cell_um2: 8.98
  synth_cell_type_count: 34
  ys_chip_area_mm2: 0.00467
  yosys-stat-cells: 520
  synth.cell_area_mm2: 0.00467
  synth_seq_share_pct: 0
hold_path:
  hold_class: "input pin to output pin"
job:
  warnings: 64
  cap_violations: 0
place:
  placed_cells: 706
  port-buffer-count: 99
  dp_hpwl_um: 7710
  place_congestion: 0.882
run_status:
  outcome: "finished, final reports clean"
clock_network:
  postCtsSetupBuffers: 0
  cts_hold_buf: 0
  post_cts_resized: 0
power_and_ir_drop:
  vdd.ir_drop.worst_v: 0.00000859
  p_leak_nw: 2.55
  powerDensity_mw_per_mm2: 19.8
[cell usage after synthesis (all sizes together)]
cell type	count	share of area, %
nand2	7	0.56
xor2	1	0.19
xnor2	28	5.3
o21a	1	0.16
buf	51	8.1
ha	94	25
nand3	1	0.11
nand2b	1	0.13
or2	1	0.13
nor2	54	5.5
a211o	1	0.19
mux2	4	0.96
mux2i	22	4.7
a221oi	7	1.3
a21oi	31	4.9
o221ai	2	0.38
inv	83	6.7
nor3	22	2.4
o221a	6	1.4
o21ai	2	0.21
o211ai	3	0.48
a22oi	24	3.9
fa	60	26
nor2b	2	0.27
clkbuf	10	0.80
a32oi	1	0.19
a222oi	1	0.21
[report_power, final]
group	switching [mW]	internal [mW]	leakage [nW]
logic	0.0510	0.0571	2.55
registers	0	0	0
clock network	0	0	0
total	0.0510	0.0571	2.55
[area by class of cell]
cell class	count	share of cell area, %
repair buffers	104	18.7
well taps	143	3.28
multi-input cells	376	72.3
inverters	83	5.71
[per-layer routing]
| metal | GRT usage (%) | up-vias | part of all wire [%] |
|---|---|---|---|
| met1 | 29.3 | 1634 | 49 |
| li1 | - | 1768 | - |
| met5 | 0 | - | 0 |
| met2 | 29.6 | 64 | 47 |
| met4 | 0.571 | 0 | 0.23 |
| met3 | 0.839 | 2 | 3.1 |
[cell families after synthesis]
kind of cell	after synthesis	synth area share, %
AOI/OAI and AO/OA	79	13.4
xor gates and xnor gates	29	5.44
and+or+nand+nor	88	9.03
adders and majority gates	154	50.9
buffers and inverters	144	15.6
muxes	26	5.68
[path summary, 6_finish.rpt]
check	from	end	slack [ns]	cells past startpoint
setup / recovery	b[0]	result[31]	0.60	38
hold / removal	aluop[2]	result[18]	10.53	3
[worst max-delay path, delay by kind of cell]
kind / cells / cell delay [ns]
fa+ha+maj: 31 / 12.13
buf+inv: 3 / 0.99
compound gates: 2 / 0.37
xor+xnor: 2 / 0.36
[stage by stage]
step	cell area, um2	power, mW	setup WS, ns	utilization (%)
global route	5450	0.124	0.126	47.8
detailed placement	5450	0.110	0.595	47.8
finish	5450	0.108	0.603	47.8
global placement	5450	0.108	0.623	47.8
CTS	5450	0.110	0.547	47.8
floorplan	4670	0.0773	1.99	-
No activity file was given, so power comes from the tool's default toggle rates.
